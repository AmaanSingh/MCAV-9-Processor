--- design/flow/config.mk ---
export PLATFORM = sky130hd
export DESIGN_NAME = PC
export DESIGN_NICKNAME = PC
export VERILOG_FILES = /design/flow/design.v
export SDC_FILE = /design/flow/constraint.sdc
export NUM_CORES = 4
export LEC_CHECK = 1
export CORE_AREA = 10 10 114 114
export DIE_AREA = 0 0 124 124
--- design/flow/constraint.sdc ---
current_design PC

set clk_period 3.5
set clk_io_pct 0.2

create_clock -name clk0 -period $clk_period [get_ports {clk}]

set non_clock_inputs [all_inputs -no_clocks]
set_input_delay [expr $clk_period * $clk_io_pct] -clock clk0 $non_clock_inputs
set_output_delay [expr $clk_period * $clk_io_pct] -clock clk0 [all_outputs]
--- design/flow/design.v ---
module PC #(parameter D=12)(
  input reset,					 
        clk,
		reljump_en,              
        absjump_en,				 
        Bl,
        Bg,
        Bne,
        Beq,
        Jump,
  input [1:0] cmp_src,
  input       [D-1:0] target,	 
  output logic[D-1:0] prog_ctr,
  output logic test
);
  always_ff @(posedge clk)
    if(reset) begin
	    prog_ctr <= '0;
      test <= '0;
    end else if(reljump_en) begin
      if(cmp_src == 2'b10 && Bl == 'b1) begin
        prog_ctr <= prog_ctr + target;
      end else if(cmp_src == 2'b01 && Bg == 'b1) begin
        prog_ctr <= prog_ctr + target;
        test = 1;
      end else if(cmp_src == 2'b11 && Bne == 'b1) begin
        prog_ctr <= prog_ctr + target;
      end else if(cmp_src == 2'b00 && Beq == 'b1) begin
        prog_ctr <= prog_ctr + target;
      end else if(Jump == 1'b1) begin
        prog_ctr <= prog_ctr + target;
        test = 1;
      end
    end else if(absjump_en) begin
	    prog_ctr <= target;
    end else begin
	    prog_ctr <= prog_ctr + 'b1;
    end
endmodule
--- design/flow/run.sh ---
#!/bin/bash
# OpenROAD 26Q1-2900-gdf79404cd8, Yosys 0.63+post, stock flow scripts
make -C /OpenROAD-flow-scripts/flow DESIGN_CONFIG=/design/flow/config.mk WORK_HOME=/design/flow/orfs finish
==> run summary <==
Core Region: 10400 µm²
worst slew pin tran: 626 ps
Mapped Area: 1420 µm²
Final Cycle Share: 0.801
PortBufs: 35
grt ovf: 0
Leak: 0.000723 µW
fp util: 0.137
critical path arrival: 2960 ps
total vias in the final route: 1511
CTS resizes: 0
CP max FO: 3
Post-synth EDFFs: 0
worst min-delay path class: flop to flop
routability congestion estimate: 0.858
GRT Resource Usage Total: 0.0582
outcome: completed
RSZ-0062 raised after global routing: false
dominant register cell: dfxtp_1
Worst IR Drop VDD: 0.138 mV
hold depth: 2
Yosys Instances: 185
Syn Inst Count: 185
vias in the first global route: 1462
Hold Vio Cnt, Final: 0
min cycle time layout: 2800 ps
I/O Pins: 36
Pwr Density: 318 nW/µm²
Cell variety after synth: 44
MI comb area: 1100 µm²
Placement Rows: 37
Worst setup EP type: flop
drt pass-1 iters: 6
Chip Height: 124 µm
tool warnings: 25
via/cell ratio: 4.27
Synth Warn #: 1
Post-CTS Hold Buffers: 0
WL/cell: 12.6 µm
Reg area: 260 µm²
Clock Latency Late Sink: 250 ps
Die ar.: 15400 µm²
Layout area overhead: 38.0%
Synth Area per Inst: 7.70 µm²
DRC viols: 0
clk slew on worst S/H paths: 60 ps
hpwl dp: 3.51 mm
initial antenna violation count: 0
Setup-failing EPs final: 0
WS Path Type: input port to flop
drt total wl: 4.47 mm
Setup TNS: 0 ps
Final Slew Violations: 0
Chip Area, Yosys: 1420 µm²
Rel. slew slack: 0.581
worst setup margin: 697 ps
TritonCTS clock tree: done
clock tree buffer depth: 2
fraction of registers with async set/reset: 0
type of origin of the critical path: input port
Seq/Total Area, Yosys: 0.183
#FFs+latches synth: 13
CTS buffer count: 3
Antenna diodes: 0
first-pass GRT wire length: 7.31 mm
Max H-tree Level: 1
post-layout util: 0.189
largest net degree at the start of global routing: 23
Root Driver: clkbuf_8
WP data required: 3650 ps
post-CTS setup buffer count: 0
Max-Cap Viols: 0
pre-CTS setup slack: 432 ps
fillers: 1165
Peak Freq: 357 MHz
Sinks on Clock Net: 13
Die W: 124 µm
DRT iter0 DRCs: 72
Layout Skew: 3.03 ps
ANT nets after route: 0
FF-to-FF path depth: 9
layout cell share with drive strength beyond 1: 0.0505
[registers in the layout (all words and copies together) (netlist names)]
signal,cells
prog_ctr,12
test,1
[per-layer routing]
layer	GRT usage	wire length, µm	vias to the layer above
met5	0	0	-
met4	0.00360	21	0
met3	0.0289	625	2
met2	0.0795	1660	53
met1	0.0841	2160	694
li1	-	-	762
[Yosys cell counts, types with 2 or more instances]
cell type	n	share of area
ha_1	12	0.11
xnor2_1	7	0.043
xor2_1	7	0.043
a21o_1	4	0.021
a2bb2oi_1	2	0.012
inv_1	7	0.018
nor3_1	5	0.018
a21oi_1	13	0.046
nand2_1	18	0.047
or3_1	2	0.0088
clkbuf_1	5	0.013
a22o_1	2	0.012
mux2i_1	7	0.049
o21ai_0	6	0.021
and3_1	3	0.013
a31oi_1	3	0.013
a211oi_1	12	0.063
nor2b_1	2	0.0088
nand3_1	8	0.028
o22ai_1	4	0.018
a311oi_1	2	0.012
dfxtp_1	13	0.18
nand4_1	3	0.013
nor2_1	18	0.047
[cell type report]
| class | instances | share of cell area |
|---|---|---|
| Clock buffer | 4 | 0.0229 |
| Sequential cell | 13 | 0.132 |
| Tap cell | 136 | 0.0866 |
| Inverter | 7 | 0.0134 |
| Multi-Input combinational cell | 157 | 0.559 |
| Timing Repair Buffer | 37 | 0.186 |
[through the flow]
step / std cells / hold slack, ps / power [µW] / instance area, µm²
floorplan: 185 / 413 / 377 / 1420
finish: 354 / 475 / 625 / 1970
global route: 354 / 510 / 681 / 1970
global placement: 350 / 458 / 483 / 1920
detailed placement: 350 / 466 / 485 / 1920
CTS: 354 / 481 / 632 / 1970
[worst max-delay path, stage by stage]
cell	delay, ps
clkdlybuf4s50_1	480
ha_1	170
inv_1	50
fa_1	370
nor2b_1	180
o31a_1	190
o21ai_1	80
and3_1	180
or3_1	290
a311oi_1	250
[cells in the final DEF, fill, tap and decap left out, drive strengths merged, types with 4 or more instances in the layout]
| master | count |
|---|---|
| nand2 | 18 |
| o21ai | 7 |
| xnor2 | 7 |
| clkbuf | 4 |
| xor2 | 7 |
| nand3 | 8 |
| mux2i | 7 |
| nor3 | 5 |
| a211oi | 12 |
| a21o | 4 |
| clkdlybuf4s50 | 35 |
| dfxtp | 13 |
| inv | 7 |
| a31oi | 4 |
| ha | 12 |
| a21oi | 14 |
| nor2 | 19 |
| o22ai | 4 |
[kinds of logic (layout without fill, tap and decap cells)]
group | after synthesis | in the layout | synth area share
muxes | 8 | 8 | 0.0650
DFF | 13 | 13 | 0.183
adders and majority gates | 13 | 13 | 0.120
xor gates and xnor gates | 14 | 14 | 0.0861
buffers and inverters | 15 | 48 | 0.0457
AOI/OAI and AO/OA | 58 | 58 | 0.284
and+or+nand+nor | 64 | 64 | 0.217
[power breakdown]
group	switching [µW]	leakage [µW]	total (µW)	internal [µW]
Combinational	134	0.000593	285	151
Sequential	31.9	0.000108	198	166
Clock	61.6	0.0000228	142	80.6
[worst paths after layout]
| path | start | endpoint | slack (ps) |
|---|---|---|---|
| worst max-delay path | target[0] | prog_ctr[6] | 700 |
| worst max register to register | prog_ctr[0] | prog_ctr[6] | 1060 |
| worst min-delay path | test | test | 470 |
| worst min register to register | test | test | 470 |
Power and IR drop assume default switching activity.
