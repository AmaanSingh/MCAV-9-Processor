===== flow/config.mk =====
export PLATFORM = sky130hd
export DESIGN_NAME = dat_mem
export DESIGN_NICKNAME = dat_mem
export VERILOG_FILES = /design/flow/design.v
export SDC_FILE = /design/flow/constraint.sdc
export NUM_CORES = 4
export LEC_CHECK = 1
export CORE_UTILIZATION = 30

===== flow/run.sh =====
#!/bin/bash
# OpenROAD 26Q1-2900-gdf79404cd8, Yosys 0.63+post, stock flow scripts
make -C /OpenROAD-flow-scripts/flow DESIGN_CONFIG=/design/flow/config.mk WORK_HOME=/design/flow/orfs finish

===== flow/constraint.sdc =====
current_design dat_mem

set clk_period 17.5
set clk_io_pct 0.2

create_clock -name clk0 -period $clk_period [get_ports {clk}]

set non_clock_inputs [all_inputs -no_clocks]
set_input_delay [expr $clk_period * $clk_io_pct] -clock clk0 $non_clock_inputs
set_output_delay [expr $clk_period * $clk_io_pct] -clock clk0 [all_outputs]

===== flow/design.v =====
module dat_mem (
  input[7:0] dat_in,
  input      clk,
  input      wr_en,	           
  input[7:0] addr,		       
  output logic[7:0] dat_out);
  logic[7:0] core[256];        
  assign dat_out = core[addr];
  always_ff @(posedge clk)
    if(wr_en)				   
      core[addr] <= dat_in; 
endmodule

==> impl_metrics.py <==
# Metrics from the implementation run
metrics = {
    "logic_synthesis": {
        "synth_cells": 3539,
        "ys_area_mm2": 0.0783,
        "syn_area_mm2": 0.0783,
        "synth_top_flop_cell": "edfxtp_1",
        "synth_seq_share_pct": 78.5,
        "synth-edff-count": 2048,
        "ys_cells": 3539,
        "synthArstFlopShare_pct": 0,
        "yosysWarnings": 1,
        "topCellsByArea": "edfxtp_1, mux4_2, a22oi_1, nor2_1, a21oi_1",
        "numSynthFlops": 2048,
        "netlist.area_leader.share_pct": 78.5,
        "yosysUniqueCellTypes": 21,
        "synth_area_leader_cell": "edfxtp_1",
        "avgSynthCellArea_um2": 22.1,
    },
    "clock_tree": {
        "htreeDepth": 4,
        "root_buffer": "clkbuf_16",
        "clock_sinks": 2048,
        "cts_tree": "done",
        "post_cts_buffers": 0,
        "ctsResizeCount": 0,
        "cts.path.max_buffers": 3,
        "cts_buffers": 205,
        "clkTransAtPathRegs_ns": 0.05,
        "hold_buffers": 0,
    },
    "die": {
        "die_w_um": 513,
        "num_io_pins": 26,
        "dieArea_mm2": 0.263,
        "fp_util_pct": 30.2,
        "core-area_mm2": 0.260,
        "die_height_um": 513,
        "rows": 187,
    },
    "min_path": {
        "min_path_cells": 1,
        "min_from": "dat_in[6]",
        "hp-class": "input port to flip-flop",
        "hold_end": "core[9][6]",
    },
    "route": {
        "drc_errors": 0,
        "ant_nets": 0,
        "drt_first_iter_violations": 2702,
        "vias": 36900,
        "routed-wl-met2_um": 90300,
        "drt_wl_total_um": 189000,
        "drtPass1Iterations": 6,
        "viasPerCell": 5.06,
        "met3_length_um": 29200,
        "wl_per_cell_um": 26.0,
        "wl_met1_um": 63900,
        "highest_layer": "met5",
    },
    "critical_path": {
        "crit_path_start_kind": "input port",
        "crit_path_max_fanout": 69,
        "path_buffers": 6,
        "cp.depth": 11,
        "required_ns": 14.00,
        "crit_slowest_cell": "o41ai_1",
        "arrival_ns": 9.25,
        "path_class": "input port to output pin",
        "crit_chain": "buf_8 -> buf_12 -> buf_12 -> buf_4 -> mux4_2 -> a22oi_1 -> a21oi_1 -> o41ai_1 -> buf_4 -> nand4_1 -> clkdlybuf4s50_1",
        "critPathMaxStageDelay_ns": 1.16,
        "cp-end-kind": "output pin",
        "cpLargestDelayFamily": "buffers and inverters",
    },
    "global_route": {
        "grt_pass1_vias": 41200,
        "grtUsageTotal_pct": 15.6,
        "overflow": 0,
        "grt_pass1_wl_um": 279000,
        "grt_start_max_net_pins": 125,
        "antenna_found_initial": 6,
    },
    "placement": {
        "hpwl_um": 111000,
        "port-buffer-count": 25,
        "gp_congestion": 0.853,
    },
    "finish": {
        "drive_gt1_share_pct": 25.7,
        "lay_top_cells": "edfxtp_1, mux4_2, a22oi_1, nor2_1, clkbuf_16",
        "regArea_mm2": 0.0615,
        "layout.area.comb_mm2": 0.0158,
        "area_delta_synth_final_pct": 14.8,
        "layout.cells.most_common": "edfxtp_1",
        "largest_reg_flops": 2048,
        "fin_util_pct": 34.6,
        "top_regs": "core x2048",
        "n_fill_cell": 23600,
        "regMostFlops": "core",
    },
    "pwr": {
        "power_leakage_nw": 26.9,
        "vdd_drop_max_mv": 0.0941,
        "power.density_mw_per_mm2": 113,
    },
    "final_timing": {
        "setup_viol": 0,
        "hold_viol": 0,
        "tightest_slew_ns": 1.29,
        "fmax_ghz": 0.0784,
        "final.min_clock_period_ns": 12.75,
        "min_period_over_period_pct": 72.9,
        "rsz0062_at_grt": "false",
        "setup_tns_ns": 0,
        "slew_violations": 0,
        "timing.slew.headroom_pct": 12.9,
    },
    "job": {
        "tool_warnings": 38,
        "cap_violations": 0,
    },
    "run_status": {
        "status": "finished clean",
    },
}
==> stage by stage <==
stage               worst slack (ns)  instance area (µm²)  total power [W]  instances  hold slack (ns)
detailed placement              4.62                83300          0.00597       6908             3.99
global placement                4.58                83200          0.00597       6908             3.98
finish                          4.75                89900           0.0102       7284             3.13
global route                    4.50                89900           0.0105       7282             3.11
CTS                             4.61                89900           0.0103       7279             3.08
floorplan                       8.76                78300          0.00575       3539             3.60
==> routing by layer <==
| layer | global-route usage, % | up-vias |
|---|---|---|
| li1 | - | 15400 |
| met1 | 17.8 | 19100 |
| met2 | 23.6 | 2085 |
| met3 | 11.3 | 306 |
| met4 | 3.68 | 10 |
| met5 | 0.731 | - |
==> logic make-up after synthesis <==
group,after synthesis,share of synthesized area (%)
AND-OR/OR-AND,416,3.63
AND/OR/NAND/NOR,330,1.74
flip-flops,2048,78.5
buffers and inverters,233,1.40
multiplexers,512,14.7
==> where the power goes <==
group,switching [W],total (W),internal [W]
Clock,0.00184,0.00434,0.00250
Combinational,0.000295,0.000451,0.000156
Sequential,0.00000215,0.00541,0.00541
==> synthesized netlist by cell type, types with 6 or more instances <==
master / number
nor2_1: 232
nand4_1: 8
buf_4: 16
mux4_2: 512
buf_6: 16
nand2b_1: 6
o41ai_1: 32
buf_1: 19
clkbuf_1: 145
a22oi_1: 256
edfxtp_1: 2048
nor2b_1: 7
nor3_1: 30
nand2_1: 28
a21oi_1: 128
buf_2: 36
nand3_1: 13
==> worst max-delay path by stage <==
stage | slack [ns] | from | to
4_1_cts | 4.61 | addr[0] | dat_out[0]
6_report | 4.75 | addr[0] | dat_out[0]
5_1_grt | 4.50 | addr[0] | dat_out[0]
==> layout make-up <==
class | count | share of cell area [%]
inverters | 1 | 0.00417
flip-flops and latches | 2048 | 68.4
clock inverters | 128 | 1.56
well taps | 3402 | 4.73
repair buffers | 199 | 1.91
diodes | 5 | 0.0139
multi-input cells | 1258 | 17.5
clock buffers | 243 | 5.86
Power is estimated from default activity; no workload was simulated.
