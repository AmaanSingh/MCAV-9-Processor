`/design/flow/run.sh`:
```
#!/bin/bash
# OpenROAD 26Q1-2900-gdf79404cd8, Yosys 0.63+post, stock flow scripts
make -C /OpenROAD-flow-scripts/flow DESIGN_CONFIG=/design/flow/config.mk WORK_HOME=/design/flow/orfs finish
```
`/design/flow/config.mk`:
```
export PLATFORM = sky130hd
export DESIGN_NAME = reg_file
export DESIGN_NICKNAME = reg_file
export VERILOG_FILES = /design/flow/design.v
export SDC_FILE = /design/flow/constraint.sdc
export NUM_CORES = 4
export LEC_CHECK = 1
export CORE_UTILIZATION = 30
```
`/design/flow/constraint.sdc`:
```
current_design reg_file

set clk_period 2.4
set clk_io_pct 0.2

create_clock -name clk0 -period $clk_period [get_ports {clk}]

set non_clock_inputs [all_inputs -no_clocks]
set_input_delay [expr $clk_period * $clk_io_pct] -clock clk0 $non_clock_inputs
set_output_delay [expr $clk_period * $clk_io_pct] -clock clk0 [all_outputs]
```
`/design/flow/design.v`:
```
module reg_file #(parameter pw=3)(
  input[7:0] dat_in,
  input[7:0] immed,
  input      ALUSrc,
  input      clk,
  input      wr_en,            
  input[pw-1:0] wr_addr,		   
              rd_addrA,		   
			  rd_addrB,
  output logic[7:0] datA_out,  
                    datB_out);
  logic[7:0] core[2**pw];     
  assign datA_out = core[rd_addrA];
  assign datB_out = core[rd_addrB];
  always_ff @(posedge clk)
    if(wr_en)				    
		if(ALUSrc)
        	core[8'b0] <= immed;
      	else 	
      		core[wr_addr] <= dat_in; 
endmodule
```
==> results_dict.tcl <==
# metrics dict for downstream scripts
set metrics [dict create \
    cp-endpoint "datB_out[2]" \
    fin_crit_ns 2.36 \
    seqPwrFrac_pct 49.7 \
    grt_usage_pct 14.3 \
    fp.coreArea_um2 10300 \
    ys_warn_count 1 \
    htree_levels 3 \
    final_antenna_net_count 0 \
    cts_tree "built" \
    grt_pass1_vias 1813 \
    vias 1680 \
    worst_pin_slew_ns 0.184 \
    wire_per_inst_um 19.8 \
    combPwrFrac_pct 14.0 \
    cts_root_buffer "clkbuf_8" \
    dieHeight_um 105 \
    yosysChipArea_um2 3190 \
    maxCapViolations 0 \
    peakVddDrop_v 0.000234 \
    ys_sh_aoi_pct 0.236 \
    syn_inst 145 \
    synthTopLogicFamily "multiplexers" \
    finalCoreUtilization_pct 40.8 \
    antenna_found_initial 0 \
    worstPathArrival_ns 1.88 \
    criticalPathCategory "in2out" \
    via_per_inst 4.77 \
    largest-register "core" \
    crit_required_ns 1.92 \
    post-route-drc-count 0 \
    drt-initial-drc-count 53 \
    die_area_um2 11000 \
    xor_share_pct 0 \
    grt-ovfl-total 0 \
    synth.distinct_cells 15 \
    p_leak_nw 1.54 \
    place.gp.congestion 0.704 \
    cp_max_fo 8 \
    clk_pin_slew_ns 0.06 \
    p_per_area_nw_per_um2 615 \
    cts_buffers 9 \
    muxShareOfSynthArea_pct 34.5 \
    reg_top3 "core (64)" \
    critPathCaptureType "output port" \
    numClockSinks 64 \
    max-slew-margin-rel_pct 87.7 \
    diodes 0 \
    p_int_mw 2.08 \
    largest_reg_flops 64 \
    switching_share_pct 19.6 \
    hold_buffers 0 \
    syn_to_final_growth_pct 32.1 \
    timing.fmax_mhz 424 \
    fp_util_pct 30.9 \
    synth-seq-cells 64 \
    drt_pass1_iterations 4 \
    seq_area_frac_synth_pct 60.3 \
    adder_share_pct 0 \
    drt_wl_total_um 6980 \
    switching_power_mw 0.507 \
    grt_pass1_wl_um 10700 \
    finalSetupViolCount 0 \
    io_buffers 43 \
    final_layout_size_suffix_gt1_share_pct 44.4 \
    period_used_pct 98.4 \
    final_hold_viol_count 0 \
    holdCritPathClass "in2reg" \
    clock_path_buffers 2 \
    simple_gate_area_share_pct 2.08 \
    io_pins 44 \
    warnings 27 \
    yosysCellCount 145 \
    rsz0062_at_grt "yes" \
    slew_viol_final 0 \
    pwr-share-clk_pct 36.2 \
    setup_tns_ns 0 \
    status "complete, no violations" \
    grt_max_degree 12 \
    rows 37 \
    die_x_um 105 \
    crit_path_start_kind "primary input" \
    worstSetupStartpoint "rd_addrB[1]" \
    avgSynthCellArea_um2 22.0 \
    dp_hpwl_um 4030 \
    synth_area_um2 3190 \
]
cell usage in the layout, fill, tap and decap left out, types with 2 or more instances in the layout:
master           netlist  final
buf_12                 2      7
buf_16                 0      4
buf_4                  0     15
bufinv_16              0      2
clkbuf_8               0      9
clkdlybuf4s50_1        0     25
clkinv_1               0      2
dlymetal6s2s_1         0     13
edfxtp_1              64     64
mux2_2                24     10
mux2_4                 0     14
mux4_2                 3     32
nand2b_1               3      3
nor2_1                 3      3
nor3_1                 5      5
worst min path at each step:
| stage | startpoint | end | slack, ns | cells past startpoint |
|---|---|---|---|---|
| 4_1_cts | dat_in[0] | core[2][0] | 0.94 | 2 |
| 5_1_grt | immed[0] | core[2][0] | 0.96 | 2 |
| 6_report | dat_in[6] | core[3][6] | 0.96 | 2 |
cell usage after synthesis:
cell type	count	area (µm²)
buf_1	2	7.51
buf_12	2	40.0
buf_2	2	10.0
buf_6	2	22.5
clkbuf_1	3	11.3
edfxtp_1	64	1920
mux2_2	24	270
mux4_1	29	762
mux4_2	3	67.6
nand2_1	1	3.75
nand2b_1	3	18.8
nand3b_1	1	7.51
nor2_1	3	11.3
nor3_1	5	25.0
o21a_1	1	7.51
cell type report:
class	count	area [µm²]
multi-input cells	70	1120
clock inverters	5	72.6
clock buffers	10	128
fillers	898	6110
well taps	136	170
flip-flops and latches	64	1920
repair buffers	67	800
layer usage:
metal	wire, µm	GRT usage (%)
met5	0	0
met4	76	1.71
met3	624	4.89
met2	3500	23.1
met1	2780	20.5
stage by stage:
step | area (µm²) | hold WS, ns | instances | setup WS, ns | power (mW)
final | 4210 | 0.958 | 352 | 0.0395 | 2.59
after CTS | 4150 | 0.940 | 348 | -0.0216 | 2.61
after floorplan | 3190 | 0.778 | 145 | 0.428 | 1.46
after global routing | 4210 | 0.962 | 352 | -0.0272 | 2.68
after global placement | 3880 | 1.27 | 329 | -0.533 | 1.62
after detailed placement | 3880 | 1.28 | 329 | -0.537 | 1.63
critical path, cell delays in order:
cell and delay, ns:
clkdlybuf4s50_1 0.51, buf_12 0.16, mux2_2 0.34, clkdlybuf4s50_1 0.39
timing repair:
| item | 4_1_cts | 5_1_grt |
|---|---|---|
| resized | 59 | 29 |
| buffers inserted | 0 | 4 |
| setup endpoints to repair | 16 | 15 |
| gates cloned | 4 | 0 |
| pin swaps | 0 | 0 |
power groups by stage:
stage                 Combinational, mW  Clock, mW  Sequential [mW]
after global routing              0.393       1.00             1.29
after CTS                         0.365      0.957             1.29
final                             0.363      0.938             1.29
logic make-up after synthesis:
logic type / Yosys count
simple gates: 13
compound gates: 1
flops: 64
buf+inv: 11
mux: 56
Power figures rest on the tool's default switching activity, not on a simulated workload.
